$ cat design.v
module alu_ex(
    input           [4:0]    alu_ctl    ,
    input           [31:0]  data0       ,
    input           [31:0]  data1       ,
    input           [4:0]   shamt       ,
    output  reg     [31:0]  ALU_result  ,
    output                  Zero        
);
localparam  ALU_ADD     = 4'b0000   ; 
localparam  ALU_SUB     = 4'b1000   ; 
localparam  ALU_SLL     = 4'b0001   ; 
localparam  ALU_SLT     = 4'b0010   ; 
localparam  ALU_SLTU    = 4'b0011   ; 
localparam  ALU_XOR     = 4'b0100   ; 
localparam  ALU_SRL     = 4'b0101   ; 
localparam  ALU_SRA     = 4'b1101   ; 
localparam  ALU_OR      = 4'b0110   ; 
localparam  ALU_AND     = 4'b0111   ; 
localparam  R_ADD       = 5'b00000  ; 
localparam  R_SUB       = 5'b01000  ; 
localparam  R_SLL       = 5'b00001  ; 
localparam  R_SLT       = 5'b00010  ; 
localparam  R_SLTU      = 5'b00011  ; 
localparam  R_XOR       = 5'b00100  ; 
localparam  R_SRL       = 5'b00101  ; 
localparam  R_SRA       = 5'b01101  ; 
localparam  R_OR        = 5'b00110  ; 
localparam  R_AND       = 5'b00111  ; 
localparam  I_ADD       = 5'b10000  ; 
localparam  I_SUB       = 5'b11000  ; 
localparam  I_SLL       = 5'b10001  ; 
localparam  I_SLT       = 5'b10010  ; 
localparam  I_SLTU      = 5'b10011  ; 
localparam  I_XOR       = 5'b10100  ; 
localparam  I_SRL       = 5'b10101  ; 
localparam  I_SRA       = 5'b11101  ; 
localparam  I_OR        = 5'b10110  ; 
localparam  I_AND       = 5'b10111  ; 
wire    con_flag = (data0[31] == data1[31]) ? 1'b1 : 1'b0;
always @(*)begin
    case(alu_ctl)
        R_ADD, I_ADD : ALU_result = data0 + data1;
        R_SUB, I_SUB : ALU_result = data0 - data1;
        R_SLL : ALU_result = data0 << data1[4:0];
        I_SLL : ALU_result = data0 << shamt;
        R_SLT, I_SLT : begin
                    if(con_flag == 1'b1) begin
                        if(data0[30:0] < data1[30:0])
                            ALU_result = 32'd1;
                        else
                            ALU_result = 32'd0;
                    end
                    else begin
                        if(data0[31] == 1'b1)
                            ALU_result = 32'd1;
                        else
                            ALU_result = 32'd0;
                    end
                end
        R_SLTU, I_SLTU : begin 
                    if(data0[31:0] < data1[31:0])
                        ALU_result = 32'd1;
                    else
                        ALU_result = 32'd0;
                end
        R_XOR, I_XOR : ALU_result = data0 ^ data1;
        R_SRL : ALU_result = data0 >> data1[4:0];
        I_SRL : ALU_result = data0 >> shamt;
        R_SRA : ALU_result = ($signed(data0)) >> data1[4:0];
        I_SRA : ALU_result = ($signed(data0)) >> shamt;
        R_OR, I_OR : ALU_result = data0 | data1;
        R_AND, I_AND : ALU_result = data0 & data1;
    default : ALU_result = 32'd0;
    endcase
end
assign Zero = (ALU_result == 32'd0);
endmodule
$ cat run.sh
#!/bin/bash
# OpenROAD 26Q1-2900-gdf79404cd8, Yosys 0.63+post, stock flow scripts
make -C /OpenROAD-flow-scripts/flow DESIGN_CONFIG=/design/flow/config.mk WORK_HOME=/design/flow/orfs finish
$ cat config.mk
export PLATFORM = sky130hd
export DESIGN_NAME = alu_ex
export DESIGN_NICKNAME = alu_ex
export VERILOG_FILES = /design/flow/design.v
export SDC_FILE = /design/flow/constraint.sdc
export NUM_CORES = 4
export LEC_CHECK = 1
export CORE_UTILIZATION = 40
export SYNTH_HDL_FRONTEND = slang
$ cat constraint.sdc
current_design alu_ex

set clk_period 15.6
set clk_io_pct 0.2

create_clock -name clk0 -period $clk_period

set non_clock_inputs [all_inputs -no_clocks]
set_input_delay [expr $clk_period * $clk_io_pct] -clock clk0 $non_clock_inputs
set_output_delay [expr $clk_period * $clk_io_pct] -clock clk0 [all_outputs]
==> design notes <==
The worst max-slew margin expressed relative to the limit is 23.1%, and the pin count of the biggest net entering global routing is 59. The number of filler cells placed in the layout came out at 2506. The area growth from synthesis to final layout was 14.4%.

The post-CTS hold buffer count recorded in the log is 0. Summing the sequential cell areas from Yosys gives 0% of the chip area. The tools report the worst min-delay path endpoint as ALU_result[27]. The netlist uses 96 different library cells. The yosys stat chip area was 9860 sq um. Once iteration 0 of detailed routing completed, the report listed 1791 DRC markers.

The run gives 39.3% for the complex-gate fraction of the synthesized area. The standby leakage power came out at 4.70 nW. The run gives 9.31 ns for the arrival time reported for the critical path endpoint.

In this run switching power makes up 64.2% of total power. RePlAce ended its routability-driven mode at a weighted congestion of 1.07. The area share of xor/xnor cells in the synthesized design was 1.78%; the cell resize tally after clock tree synthesis was 0. The portion of netlist area occupied by mux cells was 11.3%; the synthesized cell area was 9860 sq um. Main combinational cell family by area after synthesis: AND-OR/OR-AND gates.

The script logs the ratio of routed vias to standard cells as 6.95. The maximum net fanout on the critical path is 31. The share of the clock period used by the worst path was 79.7%. In the final layout, the share of cells above drive strength 1 is 7.16%. Across all layers, the routed design uses 13000 vias. Per the post-route antenna check, the number of violating nets is 0. The top cell types in the final layout, fill and taps aside, are 157 x sky130_fd_sc_hd__nand2_1, 127 x sky130_fd_sc_hd__nor2_1, 106 x sky130_fd_sc_hd__a21oi_1, 106 x sky130_fd_sc_hd__clkdlybuf4s50_1, 98 x sky130_fd_sc_hd__mux2i_1.

The run gives 0 for the final tally of hold violations. At the pin with the least slew margin, the transition time is 1.15 ns. The post-synthesis simple-gate area fraction works out to 26.1%. The type recorded for the worst min-delay path is input port to output port. Pin placement for this block handled 107 I/O pins. Row generation in the floorplan step produced 57 rows. IR analysis of the VDD net gives a maximum drop of 20.4 uV. OpenROAD emitted warnings numbering 96. After floorplanning, the core was sized to cover 24200 sq um.

Averaged over all synthesized cells, the footprint is 6.54 sq um. The overall die size recorded for this design is 25300 sq um. Per the detail_route report, DRC violations left total 0. The adder-cell share of the synthesized area is 12.6%. The global route stage reports its total congestion overflow as 0. The tools report the endpoint kind of the worst setup timing path as an output port. The clock period could shrink to 12.43 ns. The final tally of max-slew violations was 0; the wire length after detailed routing was 56500 microns. Looking at the setup timing report, the critical path kind is input port to output port. For the number of antenna violations at the first check in global routing, the log shows 0. For the worst setup path, the data required time is 12.48 ns. The run gives 0 for the post-CTS setup buffer count.

Detailed placement ended at an HPWL of 43900 microns. Total power normalized to cell area comes to 39.0 nW/um^2. TritonRoute output was used to compute an average wire per cell of 30.1 microns.

Commonest non-fill, non-tap cell in the layout: sky130_fd_sc_hd__nand2_1. Per the hold report, the tightest min-delay path originates at alu_ctl[0]. The first global-routing pass estimated 81300 microns of wire.

The flow ran to the end, and the final reports show no timing, DRC or antenna violations. The run gives 40.6% as the initial standard-cell utilization of the core. Setup repair after global routing left no endpoint under its margin.

The run gives 11500 as the via count of the first global-routing pass. The area taken by sequential standard cells is reported as 0 sq um. With the count of instantiated cells in the yosys netlist at 1506, the count of input and output buffers is 107. Summed over all failing endpoints, the final setup total negative slack is 0 ns.

Global routing consumed, over all layers together, 43.9% of the routing resources. The worst hold margin was 7.47 ns. Summed over all nets, the switching power comes to 0.282 mW. The max capacitance violation total was 0. The number of warning messages in the yosys log is 0. STA classifies the critical path startpoint as an input port. The internal power of the cells totals 0.158 mW.

The overall die height was 159 microns; the instance count of the mapped netlist was 1506. Power comes to 0.440 mW. For this run, the top clock speed supported by timing is 80.5 MHz.

In the finished design the tool counted flip-flops and latches totalling 0. The final-report setup violation count was 0; the die extent in x was 159 microns. In the final layout, the multi-input gates occupy 9030 sq um.

In the final layout, the clock buffer count is 0. The first-pass detailed-route iteration total is 6. Hold analysis shows the worst path with a depth of 6.
-- cell type report --
cell class | instances | share of cell area [%]
antenna | 2 | 0.0444
inverter | 95 | 3.16
multi-input combinational | 1294 | 80.1
tap | 324 | 3.60
timing repair buffer | 162 | 13.1
-- cell usage after synthesis (18+ instances only) --
master                       n  area (sq um)
sky130_fd_sc_hd__nand2b_1   37           231
sky130_fd_sc_hd__nor3_1     45           225
sky130_fd_sc_hd__a21oi_1   106           531
sky130_fd_sc_hd__a22oi_1    50           375
sky130_fd_sc_hd__inv_1      94           353
sky130_fd_sc_hd__o211ai_1   20           150
sky130_fd_sc_hd__a211oi_1   54           405
sky130_fd_sc_hd__ha_1       96          1200
sky130_fd_sc_hd__o21ai_0    79           395
sky130_fd_sc_hd__buf_2      21           105
sky130_fd_sc_hd__nand2_1   157           589
sky130_fd_sc_hd__mux2i_1   102          1020
sky130_fd_sc_hd__xnor2_1    18           158
sky130_fd_sc_hd__clkbuf_1   80           300
sky130_fd_sc_hd__nand3_1    40           200
sky130_fd_sc_hd__a21o_1     18           135
sky130_fd_sc_hd__nor2_1    127           477
-- worst max path at each step --
stage     slack (ns)  endpoint        from
4_1_cts         3.37      Zero  alu_ctl[2]
5_1_grt         3.01      Zero  alu_ctl[2]
6_report        3.17      Zero  alu_ctl[2]
-- cell families after synthesis --
| logic type | count (synthesis) |
|---|---|
| buffers and inverters | 212 |
| adders and majority gates | 98 |
| AOI/OAI and AO/OA | 544 |
| xor gates and xnor gates | 20 |
| muxes | 108 |
| and+or+nand+nor | 524 |
-- critical path, stage by stage --
cell and delay [ns]:
sky130_fd_sc_hd__clkdlybuf4s50_1 0.84, sky130_fd_sc_hd__nor4b_4 0.37, sky130_fd_sc_hd__buf_4 0.40, sky130_fd_sc_hd__nand3_1 0.38, sky130_fd_sc_hd__nand2_1 0.53, sky130_fd_sc_hd__buf_4 0.27
sky130_fd_sc_hd__o21ai_1 0.33, sky130_fd_sc_hd__a2111oi_0 0.75, sky130_fd_sc_hd__o211ai_1 0.36, sky130_fd_sc_hd__nor4_2 0.45, sky130_fd_sc_hd__nand4_1 0.16, sky130_fd_sc_hd__nor4_1 0.48
sky130_fd_sc_hd__nand3_1 0.20, sky130_fd_sc_hd__nor3_2 0.14, sky130_fd_sc_hd__clkdlybuf4s50_1 0.47
-- per-layer routing --
metal / vias up / part of all wire (%) / GRT usage (%) / wire (microns)
met5: - / 0 / 0.568 / 0
met4: 0 / 4.7 / 17.6 / 2630
met3: 118 / 12 / 12.1 / 6850
met2: 930 / 42 / 63.3 / 23600
met1: 6173 / 42 / 61.6 / 23500
li1: 5817 / - / - / -
-- power by group through the flow --
stage / Combinational, mW / Clock, mW / Sequential, mW
global route: 0.462 / 0 / 0
CTS: 0.423 / 0 / 0
-- per-stage QoR --
stage	setup slack (ns)	utilization (%)	cell area, sq um	instances
after global placement	3.42	46.5	11300	1875
after detailed placement	3.37	46.5	11300	1875
after global routing	3.01	46.5	11300	1875
final	3.17	46.5	11300	1877
after floorplan	6.20	-	9860	1506
after CTS	3.37	46.5	11300	1875
Power and IR drop assume default switching activity.
