==> design/flow/design.v <==
module regfile(
   input                    clk             ,
   input                    rst_n           ,
   input                    wr_reg_en       ,
   input            [4:0]   wr_reg_addr     ,
   input            [31:0]  wr_wdata        ,
   input            [1:0]   forwardD        ,
   input            [4:0]   rs_reg1_addr    ,
   input            [4:0]   rs_reg2_addr    ,
   output   reg     [31:0]  rs_reg1_rdata   ,
   output   reg     [31:0]  rs_reg2_rdata   
);
reg [31:0]  reg_bank    [0:31]  ;
always @(posedge clk or negedge rst_n)begin
    if(!rst_n) begin
        reg_bank[0] <= 32'd0;
        reg_bank[1] <= 32'd0;
        reg_bank[2] <= 32'd0;
        reg_bank[3] <= 32'd0;
        reg_bank[4] <= 32'd0;
        reg_bank[5] <= 32'd0;
        reg_bank[6] <= 32'd0;
        reg_bank[7] <= 32'd0;
        reg_bank[8] <= 32'd0;
        reg_bank[9] <= 32'd0;
        reg_bank[10] <= 32'd0;
        reg_bank[11] <= 32'd0;
        reg_bank[12] <= 32'd0;
        reg_bank[13] <= 32'd0;
        reg_bank[14] <= 32'd0;
        reg_bank[15] <= 32'd0;
        reg_bank[16] <= 32'd0;
        reg_bank[17] <= 32'd0;
        reg_bank[18] <= 32'd0;
        reg_bank[19] <= 32'd0;
        reg_bank[20] <= 32'd0;
        reg_bank[21] <= 32'd0;
        reg_bank[22] <= 32'd0;
        reg_bank[23] <= 32'd0;
        reg_bank[24] <= 32'd0;
        reg_bank[25] <= 32'd0;
        reg_bank[26] <= 32'd0;
        reg_bank[27] <= 32'd0;
        reg_bank[28] <= 32'd0;
        reg_bank[29] <= 32'd0;
        reg_bank[30] <= 32'd0;
        reg_bank[31] <= 32'd0;
    end
    else if (wr_reg_en == 1'b1)begin
        case(wr_reg_addr)
            5'd0 : reg_bank[0] <= wr_wdata;
            5'd1 : reg_bank[1] <= wr_wdata;
            5'd2 : reg_bank[2] <= wr_wdata;
            5'd3 : reg_bank[3] <= wr_wdata;
            5'd4 : reg_bank[4] <= wr_wdata;
            5'd5 : reg_bank[5] <= wr_wdata;
            5'd6 : reg_bank[6] <= wr_wdata;
            5'd7 : reg_bank[7] <= wr_wdata;
            5'd8 : reg_bank[8] <= wr_wdata;
            5'd9 : reg_bank[9] <= wr_wdata;
            5'd10 : reg_bank[10] <= wr_wdata;
            5'd11 : reg_bank[11] <= wr_wdata;
            5'd12 : reg_bank[12] <= wr_wdata;
            5'd13 : reg_bank[13] <= wr_wdata;
            5'd14 : reg_bank[14] <= wr_wdata;
            5'd15 : reg_bank[15] <= wr_wdata;
            5'd16 : reg_bank[16] <= wr_wdata;
            5'd17 : reg_bank[17] <= wr_wdata;
            5'd18 : reg_bank[18] <= wr_wdata;
            5'd19 : reg_bank[19] <= wr_wdata;
            5'd20 : reg_bank[20] <= wr_wdata;
            5'd21 : reg_bank[21] <= wr_wdata;
            5'd22 : reg_bank[22] <= wr_wdata;
            5'd23 : reg_bank[23] <= wr_wdata;
            5'd24 : reg_bank[24] <= wr_wdata;
            5'd25 : reg_bank[25] <= wr_wdata;
            5'd26 : reg_bank[26] <= wr_wdata;
            5'd27 : reg_bank[27] <= wr_wdata;
            5'd28 : reg_bank[28] <= wr_wdata;
            5'd29 : reg_bank[29] <= wr_wdata;
            5'd30 : reg_bank[30] <= wr_wdata;
            5'd31 : reg_bank[31] <= wr_wdata;
        endcase
    end
end
always @(posedge clk or negedge rst_n)begin
    if(!rst_n) begin
        rs_reg1_rdata <= 32'd0;
    end
    else if(forwardD == 2'd1)
        rs_reg1_rdata <= wr_wdata;
    else
        rs_reg1_rdata <= reg_bank[rs_reg1_addr];
end
always @(posedge clk or negedge rst_n)begin
    if(!rst_n) begin
        rs_reg2_rdata <= 32'd0;
    end
    else if(forwardD == 2'd2)
        rs_reg2_rdata <= wr_wdata;
    else
        rs_reg2_rdata <= reg_bank[rs_reg2_addr];
end
endmodule
==> design/flow/run.sh <==
#!/bin/bash
# OpenROAD 26Q1-2900-gdf79404cd8, Yosys 0.63+post, stock flow scripts
make -C /OpenROAD-flow-scripts/flow DESIGN_CONFIG=/design/flow/config.mk WORK_HOME=/design/flow/orfs finish
==> design/flow/config.mk <==
export PLATFORM = sky130hd
export DESIGN_NAME = regfile
export DESIGN_NICKNAME = regfile
export VERILOG_FILES = /design/flow/design.v
export SDC_FILE = /design/flow/constraint.sdc
export NUM_CORES = 4
export LEC_CHECK = 1
export CORE_UTILIZATION = 50
export SYNTH_HDL_FRONTEND = slang
==> design/flow/constraint.sdc <==
current_design regfile

set clk_period 3.6
set clk_io_pct 0.2

create_clock -name clk0 -period $clk_period [get_ports {clk}]

set non_clock_inputs [all_inputs -no_clocks]
set_input_delay [expr $clk_period * $clk_io_pct] -clock clk0 $non_clock_inputs
set_output_delay [expr $clk_period * $clk_io_pct] -clock clk0 [all_outputs]
==> flow_summary.toml <==
# flow metrics
[clocking]
cts_sinks = 1088
max-clock-path-buffers = 3
htree_levels = 3
clock_latency_ns = 0.73
cts_root_buf = "clkbuf_16"
numCtsBuffers = 121
clk_pin_slew_ns = 0.06
cts_tree = "yes"

[yosys]
yosys_warnings = 0
synth_area_mm2 = 0.0581
ys_ff = 1088
ys_seq_frac = 0.469
ys_cells = 4491
syn_inst = 4491
syn_area_per_cell_um2 = 12.9
synth.distinct_cells = 32
ys_area_mm2 = 0.0581

[die]
fp_util = 0.506
rows = 124
ioPinCount = 116
core_area_mm2 = 0.115
die_w_um = 343
fp.dieH_um = 343
chipArea_mm2 = 0.118

[critical_path]
worstSetupPathType = "input port to flip-flop"
crit_chain = "clkdlybuf4s50_1 -> nand2b_1 -> nor3_1 -> nand2_4 -> buf_12 -> mux2_2"
cp.arrival_ns = 3.52
r2r_cells = 5
startpoint_type = "input port"
path_max_fanout = 14
cp-endpoint = "reg_bank[981]$_DFFE_PN0P_"
crit_start = "wr_reg_addr[4]"
r2r_start = "reg_bank[244]$_DFFE_PN0P_"
worstPathRequired_ns = 4.19
max_stage_delay_ns = 0.81
crit_path_end_kind = "flip-flop"
slowest_stage = "nor3_1"
reg2reg_slack_ns = 1.74
rr_endpoint = "rs_reg1_rdata[20]$_DFF_PN0_"

[routing]
drtIter0Drc = 2916
vias = 40209
ant_nets = 0
m1WireLength_um = 83700
route.detailed.drc = 0
wl_met2_um = 85200
vias_per_cell = 6.54
totalWireLength_um = 192000
wire_per_inst_um = 31.2
top_layer_used = "met5"
routed-wl-met3_um = 15900
first_pass_iters = 5

[cells_and_area]
lay_top_cells = "1,088 x dfrtp_1, 1,013 x mux2i_1, 971 x mux2_2, 253 x a22oi_1, 156 x buf_4"
fill_cells = 9185
area_growth_pct = 14.7
finish.instance_area_mm2 = 0.0667
layout.cells.most_common = "dfrtp_1"
layout-drive-gt1-share = 0.335

[place]
dpl_cell_area_mm2 = 0.0626
numPortBuffers = 115
hpwl_um = 108000
finalWeightedCongestion = 0.853

[final_timing]
setup_violations = 0
final_hold_viol_count = 0
tightest_slew_ns = 1.02
grt_setup_unrepaired = "false"
max_freq_mhz = 341
post-route-min-period_ns = 2.93
setup-tns-final_ns = 0
slew_viol_final = 0
max-slew-margin-rel = 0.314
finalClockSkew_ns = 0.0271
final.period_utilization = 0.814

[pwr]
power_density_mw_per_mm2 = 538
power.switching_mw = 10.1
p_leak_nw = 30.9
ir_worst_vdd_mv = 0.444
seq_power_share = 0.454
p_sw_frac = 0.281
p_clk_frac = 0.351
p_total_mw = 35.9
p_int_mw = 25.8
combPwrFrac = 0.195

[min_path]
holdPathStages = 1
hold_path_class = "flip-flop to flip-flop"

[global_routing]
track_usage = 0.345
grt_overflow = 0
grt_max_degree = 107
grt_pass1_wl_um = 283000
grt_pass1_vias = 40254
antenna_found_initial = 2

[job]
cap_violations = 0
warnings = 35

[status]
outcome = "finished clean"
-- sequential cells by signal, indices dropped and copies added (netlist names) --
register and count:
rs_reg1_rdata 32, reg_bank 1024, rs_reg2_rdata 32
-- layer usage --
layer / vias up / global-route usage
li1: 17191 / -
met1: 21130 / 0.534
met2: 1481 / 0.495
met3: 405 / 0.0981
met4: 2 / 0.102
met5: - / 0
-- power groups by stage --
| stage | logic (mW) | registers, mW | clock network, mW |
|---|---|---|---|
| after CTS | 6.98 | 16.3 | 12.8 |
| after global routing | 7.56 | 16.6 | 13.3 |
| final | 6.98 | 16.3 | 12.6 |
-- layout make-up --
class / instances / area [um^2] / area share
clock buffer: 189 / 3710 / 0.0556
sequential: 1088 / 27200 / 0.408
clock inverter: 31 / 328 / 0.00492
timing repair buffer: 382 / 4550 / 0.0683
multi-input combinational: 2939 / 28900 / 0.434
antenna: 3 / 7.51 / 0.000113
tap: 1512 / 1890 / 0.0284
-- per-stage QoR --
step / utilization / cells / hold slack, ns / worst slack, ns
final: 0.581 / 6144 / 0.509 / 0.670
after global routing: 0.581 / 6141 / 0.527 / 0.604
after CTS: 0.581 / 6141 / 0.512 / 0.692
after detailed placement: 0.545 / 5920 / 0.498 / -0.0586
after global placement: 0.545 / 5920 / 0.492 / -0.0406
after floorplan: - / 4491 / 0.424 / 1.37
-- critical path, delay by kind of cell --
family	cells	cell delay, ns
buffers and inverters	2	0.83
muxes	1	0.27
and+or+nand+nor	3	1.68
-- Yosys cell counts (all sizes together) --
cell,count,area share
a21oi,126,0.011
a221oi,127,0.019
a22o,126,0.019
a22oi,253,0.033
a311oi,1,0.00015
and2,2,0.00022
buf,243,0.024
clkbuf,221,0.015
dfrtp,1088,0.47
mux2,1025,0.20
mux2i,1013,0.17
mux4,6,0.0023
nand2,80,0.0052
nand2b,9,0.00097
nand4,2,0.00022
nand4b,3,0.00045
nor2,15,0.00097
nor2b,10,0.0011
nor3,6,0.00052
nor3b,2,0.00026
nor4,2,0.00043
o211a,1,0.00017
o21ai,2,0.00017
o22ai,63,0.0068
o41ai,63,0.018
or2,2,0.00022
-- worst min-delay path by stage --
stage | start | end | slack [ns]
after CTS | reg_bank[414]$_DFFE_PN0P_ | reg_bank[414]$_DFFE_PN0P_ | 0.51
after global routing | reg_bank[390]$_DFFE_PN0P_ | reg_bank[390]$_DFFE_PN0P_ | 0.53
final | reg_bank[414]$_DFFE_PN0P_ | reg_bank[414]$_DFFE_PN0P_ | 0.51
-- cell families (layout without fill, tap and decap cells) --
logic type / after synthesis / in the layout / share of synthesized area
muxes: 2044 / 2044 / 0.376
DFF: 1088 / 1088 / 0.469
AOI/OAI and AO/OA: 762 / 762 / 0.107
and+or+nand+nor: 133 / 133 / 0.0105
buffers and inverters: 464 / 602 / 0.0386
other: 0 / 3 / 0
-- repair_timing --
action | 4_1_cts | 5_1_grt
setup buffers | 0 | 0
hold endpoints to repair | 22 | 0
gates resized | 0 | 0
hold buffers | 1 | 0
Power is estimated from default activity; no workload was simulated.
